**design/flow/design.v**
```verilog
module fifo_regs_no_flags #(
    parameter g_WIDTH = 8,   
    parameter g_DEPTH = 32   
)(
    input wire i_rst_sync,                 
    input wire i_clk,                      
    input wire i_wr_en,                    
    input wire [g_WIDTH-1:0] i_wr_data,    
    output wire o_full,                    
    input wire i_rd_en,                    
    output wire [g_WIDTH-1:0] o_rd_data,   
    output wire o_empty                    
);
    reg [g_WIDTH-1:0] r_FIFO_DATA [0:g_DEPTH-1];
    reg [$clog2(g_DEPTH)-1:0] r_WR_INDEX = 0;
    reg [$clog2(g_DEPTH)-1:0] r_RD_INDEX = 0;
    reg [$clog2(g_DEPTH):0] r_FIFO_COUNT = 0;
    wire w_FULL;
    wire w_EMPTY;
    always @(posedge i_clk) begin
        if (i_rst_sync)
        begin
            r_FIFO_COUNT <= 0;
            r_WR_INDEX <= 0;
            r_RD_INDEX <= 0;
        end else begin
            if (i_wr_en && !i_rd_en) begin
                r_FIFO_COUNT <= r_FIFO_COUNT + 1;
            end else if (!i_wr_en && i_rd_en) begin
                r_FIFO_COUNT <= r_FIFO_COUNT - 1;
            end
            if (i_wr_en && !w_FULL) begin
                r_FIFO_DATA[r_WR_INDEX] <= i_wr_data;
                if (r_WR_INDEX == g_DEPTH-1) begin
                    r_WR_INDEX <= 0;
                end else begin
                    r_WR_INDEX <= r_WR_INDEX + 1;
                end
            end
            if (i_rd_en && !w_EMPTY) begin
                if (r_RD_INDEX == g_DEPTH-1) begin
                    r_RD_INDEX <= 0;
                end else begin
                    r_RD_INDEX <= r_RD_INDEX + 1;
                end
            end
        end
    end
    assign o_rd_data = r_FIFO_DATA[r_RD_INDEX];
    assign w_FULL = (r_FIFO_COUNT == g_DEPTH);
    assign w_EMPTY = (r_FIFO_COUNT == 0);
    assign o_full = w_FULL;
    assign o_empty = w_EMPTY;
    // synthesis translate_off
    always @(posedge i_clk) begin
        if (i_wr_en && w_FULL) begin
            $fatal("ASSERT FAILURE - FIFO IS FULL AND BEING WRITTEN");
        end
        if (i_rd_en && w_EMPTY) begin
            $fatal("ASSERT FAILURE - FIFO IS EMPTY AND BEING READ");
        end
    end
    // synthesis translate_on
endmodule
```
**design/flow/run.sh**
```bash
#!/bin/bash
# OpenROAD 26Q1-2900-gdf79404cd8, Yosys 0.63+post, stock flow scripts
make -C /OpenROAD-flow-scripts/flow DESIGN_CONFIG=/design/flow/config.mk WORK_HOME=/design/flow/orfs finish
```
**design/flow/constraint.sdc**
```tcl
current_design fifo_regs_no_flags

set clk_period 7.5
set clk_io_pct 0.2

create_clock -name clk0 -period $clk_period [get_ports {i_clk}]

set non_clock_inputs [all_inputs -no_clocks]
set_input_delay [expr $clk_period * $clk_io_pct] -clock clk0 $non_clock_inputs
set_output_delay [expr $clk_period * $clk_io_pct] -clock clk0 [all_outputs]
```
**design/flow/config.mk**
```make
export PLATFORM = sky130hd
export DESIGN_NAME = fifo_regs_no_flags
export DESIGN_NICKNAME = fifo_regs_no_flags
export VERILOG_FILES = /design/flow/design.v
export SDC_FILE = /design/flow/constraint.sdc
export NUM_CORES = 4
export LEC_CHECK = 1
export CORE_UTILIZATION = 30
```
==> job_summary.md <==
## PnR job results

| Metric | Value |
|---|---|
| Setup repair bufs after CTS | `0` |
| Leak pwr | `~3.9 nW` |
| Worst EP required | `roughly 6.0 ns` |
| Switching share of power | `around 22%` |
| First-pass GRT wire length | `~36 mm` |
| PD cells | `between 200 and 300 nW/um2` |
| Yosys Chip Area | `approximately 11000 um2` |
| Max Root-Sink Buffers | `3` |
| Latency at later pin | `0.53 ns` |
| Worst Tran Pin Value | `roughly 0.97 ns` |
| Tool warnings | `28` |
| YS warnings | `2` |
| Gate Area | `2740 um2` |
| Vias per inst | `a little under 5` |
| Setup crit end kind | `primary output` |
| Pin count of the biggest net entering global routing | `36` |
| Drc violations | `0` |
| Num CTS Buffers | `26` |
| Kind of critical path | `flop to primary output` |
| DRT iter0 DRCs | `340` |
| Mapped Cells | `roughly 580` |
| Core footprint | `35800 um2` |
| Commonest cells post-synth | `edfxtp_1, nor2_1, mux4_2, mux2i_1, a21oi_1` |
| H-tree Lvls | `1` |
| Root buffer cell | `clkbuf_16` |
| Syn_area_per_cell | `about 19 um2` |
| First drt pass iteration count | `6` |
| N_diodes | `0` |
| Final setup viols | `0` |
| Io pins | `22` |
| Antenna Nets Post-Route | `0` |
| Clk sink count | `~270` |
| Startpoint Class | `flop` |
| FILL cells | `3253` |
| GP Congestion | `0.832` |
| Data arrival, critical path | `~3.5 ns` |
| Main flop type after synthesis | `edfxtp_1` |
| Core Util at FP | `a little under a third` |
| Count leader, synth | `edfxtp_1` |
| Row count | `roughly 69` |
| Setup WS post-layout | `2.47 ns` |
| Die area | `37400 um2` |
| Critical path peak fanout | `29` |
| Max Slew Vio Count | `0` |
| Fin. Hold Viols | `0` |
| Cell Type Count | `just over 50` |
| Largest area contributor in the netlist | `edfxtp_1` |
| Fin Clk Skew | `about 0.013 ns` |
| Die y size | `193 um` |
| Vias post-DR | `5485` |
| Synth async-reset ratio | `0%` |
| Clock transition at path regs | `0.06 ns` |
| Max cap viols | `0` |
| FF/Latch Area | `around 8000 um2` |
| GRT overflow | `0` |
| WL final | `between 20 and 25 mm` |
| Status | `finished clean` |
| Post-CTS sizing | `0` |
| Initial antenna violation count | `0` |
| Worst-case vdd ir drop | `0.143 mV` |
| Total GRT Usage | `13.4%` |
| TritonCTS clock tree | `built` |
| Clk pwr share | `between 30 and 40%` |
| Ys cells | `583` |
| Area leader share | `between 60 and 70%` |
| Placed wire-length estimate | `14.2 mm` |
| Top area cell types | `edfxtp_1, mux4_2, mux2i_1` |
| PortBufs | `21` |
| Die Wd | `193 um` |
| Flop pwr share | `50.1%` |
| Normalized max-slew margin | `around a third` |
| Combinational share of power | `around 11%` |
| Flops after synth | `272` |
| Vias in the first global route | `5821` |
| Int Pwr | `about 2.7 mW` |
| RSZ-0062 raised after global routing | `no` |
| Fmax | `~200 MHz` |
| Place WS | `2.95 ns` |
| Synth Seq Share | `between 70% and 80%` |
| Post-synth EDFFs | `256` |
| Hold-fix buffers, CTS | `0` |
| Worst hold path type | `flop to flop` |
| Layout cells sized above 1 | `about 17%` |
| Final period util | `roughly 67%` |
| Switching power | `0.750 mW` |
| Minimum clock period | `roughly 5.0 ns` |
| Synth Cell Area | `between 10000 and 15000 um2` |
| Fin Setup TNS | `0 ns` |
| Layout area overhead | `15.0%` |
| Setup slack, reg-to-reg | `4.97 ns` |
| WL/cell | `21.0 um` |
power groups by stage:
stage / sequential (mW) / combinational (mW) / clock (mW)
after global routing: 1.71 / 0.407 / 1.41
after CTS: 1.71 / 0.380 / 1.36
final: 1.71 / 0.374 / 1.33
worst paths after layout:
path	from	end	cells past startpoint
worst max-delay path	r_RD_INDEX[0]	o_rd_data[3]	6
worst min-delay path	r_FIFO_COUNT[2]	r_FIFO_COUNT[2]	2
worst max register to register	r_FIFO_COUNT[0]	r_FIFO_DATA[14][4]	5
worst min register to register	r_FIFO_COUNT[2]	r_FIFO_COUNT[2]	2
state kept, by name (all words and copies together) (netlist names):
name and count:
r_WR_INDEX 5, r_RD_INDEX 5, r_FIFO_DATA 256, r_FIFO_COUNT 6
per-layer routing:
metal | track usage [%] | share of wire [%] | up-vias
met2 | 19.4 | 45 | 253
met3 | 8.51 | 14 | 28
met4 | 1.84 | 1.5 | 0
met5 | 0.511 | 0 | -
met1 | 18.2 | 40 | 2722
li1 | - | - | 2482
cell families (layout without fill, tap and decap cells):
family                   count (synthesis)  count (layout)  synth area share (%)
flip-flops                             272             272                  72.9
multiplexers                            87              87                  13.6
AND/OR/NAND/NOR                         86              86                  3.82
AND-OR/OR-AND                           82              82                  5.73
buffers and inverters                   40             103                  2.11
adder cells (fa/ha/maj)                 13              13                  1.55
XOR/XNOR                                 3               3                 0.239
layout make-up:
class / instances / area share [%]
flip-flops and latches: 272 / 63.4
multi-input cells: 271 / 21.7
clock buffers: 34 / 5.55
well taps: 461 / 4.56
repair buffers: 47 / 3.21
clock inverters: 14 / 1.31
inverters: 8 / 0.238
per-stage QoR:
step	instances	total power [mW]	instance area, um2	hold slack [ns]	utilization (%)
floorplan	583	2.00	11000	0.458	-
global placement	1059	2.11	11800	0.479	32.8
detailed placement	1059	2.12	11800	0.486	32.8
CTS	1107	3.44	12600	0.496	35.3
global route	1107	3.53	12600	0.529	35.3
finish	1107	3.41	12600	0.490	35.3
placed cells by master (no fill, tap or decap), types with 2 or more instances in the layout:
cell type and instances:
a211oi_1 2, mux4_1 7, o21ai_0 4, a2111oi_2 4, clkdlybuf4s50_1 21, bufinv_16 4
a2111oi_1 3, a31oi_1 2, inv_1 8, mux4_2 41, clkinv_1 7, nand2_1 11
o221ai_1 8, dfxtp_1 14, edfxtp_1 256, o31ai_4 2, a21oi_1 23, and3_1 2
nand3_1 7, nor3_1 2, buf_4 26, or4_1 3, clkbuf_16 27, nand3b_1 4
xor2_1 3, nor2_1 44, a21o_1 3, nor2b_1 2, o22ai_1 7, or3_1 3
a22o_1 8, a311oi_1 2, mux2i_1 38, or3b_2 2, a211o_1 2, a22oi_1 8
clkbuf_1 7, ha_1 12
critical path, stage by stage, from the launching register on:
cell,delay (ns)
dfxtp_4,0.57
buf_4,0.51
mux4_1,0.62
a22o_1,0.25
a2111oi_1,0.47
a21oi_1,0.12
clkdlybuf4s50_1,0.43
Power figures rest on the tool's default switching activity, not on a simulated workload.
